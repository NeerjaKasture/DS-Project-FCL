**flow/constraint.sdc**
```tcl
current_design Receiving

set clk_period 7.7
set clk_io_pct 0.2

create_clock -name clk0 -period $clk_period [get_ports {clk}]

set non_clock_inputs [all_inputs -no_clocks]
set_input_delay [expr $clk_period * $clk_io_pct] -clock clk0 $non_clock_inputs
set_output_delay [expr $clk_period * $clk_io_pct] -clock clk0 [all_outputs]
```
**flow/run.sh**
```bash
#!/bin/bash
# OpenROAD 26Q1-2900-gdf79404cd8, Yosys 0.63+post, stock flow scripts
make -C /OpenROAD-flow-scripts/flow DESIGN_CONFIG=/design/flow/config.mk WORK_HOME=/design/flow/orfs finish
```
**flow/design.v**
```verilog
`timescale 1ns / 10ps
module Receiving(
input clk,
input Rx_data,reset,
output reg [7:0] Data,
output reg is_received  
);
parameter max_baud_count=10417;
parameter IDEAL =2'b00;
parameter start_bit = 2'b01;
parameter stop_bit = 2'b10;
reg [1:0]STATE;
reg [14:0]Baud_counter=0;
reg [31:0] reg_index;      
always@(posedge clk,posedge reset)
begin 
if (reset)
begin
Data<=0;
Baud_counter<=0;
reg_index<=0;
is_received <=0;
end
else
begin
case(STATE)
IDEAL : 
    begin 
    is_received<=0;
    reg_index<=0;
    if (Rx_data==0)
        begin 
        if (Baud_counter<(max_baud_count)/2)
            begin 
            Baud_counter<=Baud_counter+1;
            is_received<=0;
            STATE <=IDEAL;
            end
        else 
            begin
            STATE<=start_bit;
            Baud_counter<=0;
            end
        end
    end
start_bit :
      begin
      if (Baud_counter <(max_baud_count))
          begin
          Baud_counter <=Baud_counter+1;
          STATE<=start_bit;
          end
      else
          begin
            Baud_counter <= 0;
            Data[reg_index] <= Rx_data;
          if (reg_index<7)
              begin
              reg_index <= reg_index+1;
              STATE <= start_bit;
              end
          else
              begin
              is_received <= 0;
              reg_index <= 0;
              Baud_counter <= 0;
              STATE <= stop_bit;
              end
           end
      end
stop_bit :
        begin
        if (Baud_counter <(max_baud_count))
            begin
            Baud_counter <= Baud_counter+1;
            STATE <= stop_bit;
            end
        else 
            begin
            Baud_counter <=0;
            STATE <= IDEAL;
            is_received <=1;
            end
        end            
default :
    begin
    STATE <= IDEAL;
    Baud_counter <=0;
    reg_index <=0;
    is_received <=0;
    end
endcase  
end
end
endmodule
```
**flow/config.mk**
```make
export PLATFORM = sky130hd
export DESIGN_NAME = Receiving
export DESIGN_NICKNAME = Receiving
export VERILOG_FILES = /design/flow/design.v
export SDC_FILE = /design/flow/constraint.sdc
export NUM_CORES = 4
export LEC_CHECK = 1
export CORE_UTILIZATION = 40
```
==> Changelog: implementation <==
### Implementation results

- Status: finished, violations left
- Failing checks: DRC
- Synthesized instance count: 421
- Cell leakage power: 0.00174 uW
- Overflow left after global routing: 0
- Post-detailed-route via-to-cell ratio: 5.84
- Diode insertion count for antenna repair: 0
- Final Max-Slew Violation Tally: 0
- Source of the worst register-to-register timing path: reg_index[0]$_DFFE_PP0P_
- Count of vias placed by the detailed router: 3160
- Summed standard-cell area reported by yosys: 3670 um^2
- Critical path type: flip-flop to flip-flop
- Required time at the endpoint of the critical path: 7920 ps
- Top fanout value on the critical path: 13
- Avg Inst Size Synth: 8.71 um^2
- Cell count in the Yosys report: 421
- Flop-to-flop setup slack: 3690 ps
- Number of failing setup endpoints in the final timing report: 0
- Hold_ws: 496 ps
- Synth Seq Share: 0.398
- Total setup buffers inserted after CTS: 0
- Number of antenna violations at the first check in global routing: 0
- FP Core Util: 0.417
- Clock sink count: 59
- Num CTS Buffers: 9
- Global-route wire length before repair: 14600 um
- Most used cells in the layout excluding fill and tap cells: sky130_fd_sc_hd__dfrtp_1 (56), sky130_fd_sc_hd__nor2_1 (47), sky130_fd_sc_hd__nand3_1 (31)
- Buffers added on ports: 11
- I/O pin count: 12
- Synthesis Warnings: 1
- Min-delay src: Data[6]$_DFFE_PP0P_
- Leading register cell type out of synthesis: sky130_fd_sc_hd__dfrtp_1
- Area share, top type: 0.382
- Number of optimization iterations in the first detailed-route pass: 45
- Number of flops mapped to enable cells by yosys: 0
- Transition at the pin with the smallest max-transition slack: 830 ps
- Most frequent logic cell in the layout: sky130_fd_sc_hd__dfrtp_1
- Area of placed instances: 3860 um^2
- FP Rows: 34
- Post-synth top area cell: sky130_fd_sc_hd__dfrtp_1
- Number of hold-repair buffers added at the cts stage: 0
- Final count of hold timing violations: 0
- Proportion of layout cells with a drive suffix above 1: 0.0739
- Clock tree from TritonCTS: yes
- GRT Resource Usage Total: 0.193
- Routed wire length per instance: 16.0 um
- Cell at the root of the clock tree: sky130_fd_sc_hd__clkbuf_8
- Type of element capturing the critical path: flip-flop
- Hold-critical path depth: 1
- Period minus WS final: 4010 ps
- Horizontal die dimension: 97.8 um
- Capturing point of the worst reg2reg path: Data[5]$_DFFE_PP0P_
- Setup repair after global routing missed its margin: no
- Y dimension of the die: 97.8 um
- Count of maximum capacitance violations: 0
- Fmax: 249 MHz
- Netlist cell types: 58
- Relative slew slack: 0.444
- Area growth from synthesis to layout: 10.3%
- Sink of the worst hold path: Data[6]$_DFFE_PP0P_
- Post-synthesis instance area: 3670 um^2
- Core Area: 8810 um^2
- Cycle use final: 0.521
- Final Routed Wirelength: 8630 um
- Skew-Pair Late Insertion Delay: 340 ps
- Half-perimeter wire length after placement: 6120 um
- Power per standard cell area: 146 nW/um^2
- Reg clk slew, reported paths: 70 ps
- H-tree Lvls: 3
- Number of instances resized during post-cts repair: 0
- Final GP Congestion: 0.931
- Async S/R FF share, synth: 0.949
- Flops out of synthesis: 59
- Critical path startpoint category: flip-flop
- Sum of negative setup slack: 0 ps
- Worst min-delay path category: flip-flop to flip-flop
- Number of cells traversed by the worst register-to-register path: 10
- Tool warning count: 26
- Drc violations: 2
- Number of fill cells in the layout: 810
- Antenna-violating nets left: 0
- Largest net degree at the start of global routing: 38
- Worst VDD drop: 0.133 mV
- Worst EP arrival: 4230 ps
- Maximum clock skew at final layout: 9.93 ps
- Maximum buffer depth of the clock tree: 2
- Die Area: 9560 um^2
- Number of design-rule violations left by the first detailed-router iteration: 170
- Via count of the first global-routing pass: 2912
- Ranking of synthesized cells by area: sky130_fd_sc_hd__dfrtp_1 (38%), sky130_fd_sc_hd__nor2_1 (4.8%), sky130_fd_sc_hd__nand3_1 (4.2%), sky130_fd_sc_hd__and2_1 (3.6%), sky130_fd_sc_hd__nand2_1 (3.0%)
- Cell area after layout: 4050 um^2
Yosys cell counts, drive strengths merged (4+ instances only):
| library cell | count |
|---|---|
| clkbuf | 12 |
| nor2 | 47 |
| nand2 | 29 |
| nor4 | 13 |
| o21a | 5 |
| or4 | 5 |
| and2 | 21 |
| nand3 | 31 |
| nand4 | 11 |
| xor2 | 9 |
| nor2b | 4 |
| mux2 | 11 |
| a2111oi | 5 |
| xnor2 | 11 |
| buf | 4 |
| a21oi | 19 |
| o21ai | 19 |
| and3 | 14 |
| dfrtp | 56 |
| a31oi | 6 |
| nor3 | 22 |
| inv | 12 |
critical path, stage by stage (launching register included):
cell and delay, ps:
sky130_fd_sc_hd__dfrtp_1 480, sky130_fd_sc_hd__inv_1 170, sky130_fd_sc_hd__ha_1 230, sky130_fd_sc_hd__nor3b_2 710, sky130_fd_sc_hd__xnor2_1 420, sky130_fd_sc_hd__or3_1 390, sky130_fd_sc_hd__a2111oi_0 490, sky130_fd_sc_hd__a21bo_1 310
sky130_fd_sc_hd__nor3_2 220, sky130_fd_sc_hd__nand3_1 120, sky130_fd_sc_hd__mux2_1 340
layer usage:
| layer | global-route usage | share of wire | wire, um |
|---|---|---|---|
| met1 | 0.307 | 0.49 | 4270 |
| met2 | 0.290 | 0.44 | 3830 |
| met3 | 0.0334 | 0.044 | 377 |
| met4 | 0.0350 | 0.018 | 157 |
| met5 | 0 | 0 | 0 |
metrics by stage:
step	setup slack (ps)	std cells	total power, uW	util
6_report	3690	541	592	0.460
5_1_grt	3310	541	617	0.460
4_1_cts	3700	541	603	0.460
3_5_place_dp	3700	526	333	0.439
3_3_place_gp	3750	526	333	0.439
2_1_floorplan	4360	421	324	-
cell families (layout without fill, tap and decap cells):
| logic type | Yosys count | after routing | share of synthesized area |
|---|---|---|---|
| mux | 11 | 11 | 0.0338 |
| flops | 59 | 59 | 0.398 |
| compound gates | 84 | 84 | 0.151 |
| fa+ha+maj | 3 | 3 | 0.0102 |
| simple gates | 216 | 216 | 0.329 |
| buf+inv | 28 | 40 | 0.0297 |
| xor+xnor | 20 | 20 | 0.0477 |
power breakdown:
group          internal, uW  switching, uW  leakage, uW
Sequential              312           1.07     0.000788
Combinational          5.79           7.87     0.000857
Clock                   145            121    0.0000946
Total                   463            130      0.00174
flip-flops by register name (all words and copies together), names as in the netlist:
| register | cells |
|---|---|
| reg_index | 32 |
| Baud_counter | 15 |
| Data | 8 |
| STATE | 3 |
| is_received | 1 |
final cells by class:
type	instances	area, um^2	share of cell area
clock inverter	6	57.6	0.0142
multi-input combinational	334	2100	0.519
timing repair buffer	13	125	0.0309
clock buffer	9	124	0.0306
sequential	59	1460	0.361
tap	108	135	0.0334
inverter	12	45.0	0.0111
worst max-delay path by stage:
stage,startpoint,endpoint,slack [ps]
finish,reg_index[0]$_DFFE_PP0P_,Data[5]$_DFFE_PP0P_,3690
global route,reg_index[0]$_DFFE_PP0P_,Data[1]$_DFFE_PP0P_,3310
CTS,reg_index[0]$_DFFE_PP0P_,Data[5]$_DFFE_PP0P_,3700
No activity file was given, so power comes from the tool's default toggle rates.
