$ cat design/flow/config.mk
export PLATFORM = sky130hd
export DESIGN_NAME = Transmitter
export DESIGN_NICKNAME = Transmitter
export VERILOG_FILES = /design/flow/design.v
export SDC_FILE = /design/flow/constraint.sdc
export NUM_CORES = 4
export LEC_CHECK = 1
export CORE_AREA = 10 10 96 96
export DIE_AREA = 0 0 106 106
$ cat design/flow/constraint.sdc
current_design Transmitter

set clk_period 3.2
set clk_io_pct 0.2

create_clock -name clk0 -period $clk_period [get_ports {clk}]

set non_clock_inputs [all_inputs -no_clocks]
set_input_delay [expr $clk_period * $clk_io_pct] -clock clk0 $non_clock_inputs
set_output_delay [expr $clk_period * $clk_io_pct] -clock clk0 [all_outputs]
$ cat design/flow/design.v
`timescale 1ns / 10ps
module Transmitter (
    input clk,              
    input reset,          
    input [7:0] data_in,    
    input send_data,
    output reg tx_out,
    output reg is_transmitted    
);
parameter max_baud_count=10417;
parameter IDEAL =2'b00;
parameter start_bit = 2'b01;
parameter DATA =2'b10;
parameter stop_bit = 2'b11;
reg [1:0]STATE;
reg [14:0]Baud_counter=0;
reg [2:0] reg_index=0;   
always@(posedge clk ,posedge reset)
begin
if (reset)
begin
tx_out <=1; 
STATE<=IDEAL;
Baud_counter<=0;
reg_index<=0;
is_transmitted<=0;
end
else
begin
case(STATE)
IDEAL :
    begin
    tx_out<=1;
    reg_index<=0;
    if (send_data & !is_transmitted)
        begin
            if (Baud_counter < (max_baud_count)/2)
                    begin
                    Baud_counter <= Baud_counter+1;
                    STATE <= IDEAL;
                    end
            else
                begin
                Baud_counter<=0;
                STATE <= start_bit;
                end
        end
    else
        begin
        STATE<=IDEAL;
        Baud_counter<=0;
        end
    end 
start_bit :
    begin
    if (Baud_counter < ( max_baud_count))
        begin
        is_transmitted <=0;
        Baud_counter <=Baud_counter +1;
        tx_out <=0;
        reg_index<=0;
        STATE <= start_bit;
        end
    else
        begin
        Baud_counter<=0;
        STATE<=DATA;
        end
    end
DATA :
    begin
    if (Baud_counter < ( max_baud_count))
        begin
        Baud_counter<= Baud_counter+1;
        tx_out <= data_in[reg_index];
        STATE <=DATA;
        end
    else 
        begin
        Baud_counter <=0;
        if ( reg_index<7)
            begin
            reg_index <= reg_index+1;
            STATE <=DATA;
            end
        else
            begin
            reg_index <=0;
            STATE <=stop_bit;
            end
         end
    end
stop_bit :
    begin
    if (Baud_counter < ( max_baud_count))
        begin 
        tx_out <= 1;
        Baud_counter <= Baud_counter+1;
        STATE <= stop_bit;
        end
    else
        begin
        is_transmitted <=1;
        Baud_counter <=0;
        STATE <= IDEAL;
        end
    end
default :
begin 
    tx_out<=1;
    is_transmitted<=0;
    STATE <= IDEAL;
    Baud_counter <=0;
    reg_index <=0;
end
endcase
end
end
endmodule
$ cat design/flow/run.sh
#!/bin/bash
# OpenROAD 26Q1-2900-gdf79404cd8, Yosys 0.63+post, stock flow scripts
make -C /OpenROAD-flow-scripts/flow DESIGN_CONFIG=/design/flow/config.mk WORK_HOME=/design/flow/orfs finish
==> reports/qor.yml <==
top_cell_area_share_pct: 40.1
syn2layout_area_growth_pct: 20.3
synth_top_flop_cell: "sky130_fd_sc_hd__dfrtp_1"
first_iter_violations: 34
numClockSinks: 24
synth.area.top_cells: "sky130_fd_sc_hd__dfrtp_1 40%, sky130_fd_sc_hd__xor2_1 4.5%, sky130_fd_sc_hd__dfstp_2 3.8%"
drv.max_cap_violation_count: 0
tritoncts: "built"
power_per_cell_area_mw_per_mm2: 543
mostFrequentLayoutCell: "sky130_fd_sc_hd__dfrtp_1"
port_buffers: 12
synth_sequential_area_ratio_pct: 44.0
groute.usage.overall_pct: 4.82
route.antenna.diode_count: 0
period_used_pct: 59.2
clk_slew_on_worst_s_h_paths_ns: 0.08
fp.dieArea_sq_mm: 0.0112
finish.instance_area_sq_mm: 0.00165
timing.final.max_slew_violations: 0
post_cts_resized: 0
drt.antenna.violating_nets: 0
routed_wl_microns: 2730
netlist_area_sq_mm: 0.00137
skew_ns: 0.00425
yosysWarningCount: 1
critPathMaxFanout: 2
fp_util_pct: 19.0
globalRouteOverflowTotal: 0
stage_log_warnings: 25
period_needed_ns: 1.89
via_per_inst: 4.04
grt_pass1_wl_microns: 4590
clockRootBuffer: "sky130_fd_sc_hd__clkbuf_8"
post_dp_cell_area_sq_mm: 0.00159
area_of_the_synthesized_netlist_per_yosys_stat_sq_mm: 0.00137
layout_top_cells: "22 x sky130_fd_sc_hd__dfrtp_1, 14 x sky130_fd_sc_hd__nor2_1, 12 x sky130_fd_sc_hd__clkdlybuf4s50_1, 10 x sky130_fd_sc_hd__o21ai_0, 10 x sky130_fd_sc_hd__nand2_1"
critical_path.max_stage_delay_ns: 0.53
setup-tns-final_ns: 0
grt_start_max_net_pins: 25
ys_ff: 24
remaining_drc_errors: 0
cell_with_the_largest_stage_delay_on_the_worst_path: "sky130_fd_sc_hd__dfstp_2"
drt_pass1_iterations: 4
synth_area_per_cell_sq_um: 10.2
die_y_microns: 106
criticalPathCategory: "reg2out"
status: "complete, no violations"
worstSetupStartpointType: "flop"
finalSetupViolations: 0
post-route-util_pct: 22.9
wire_per_inst_microns: 11.0
final_wtd_congestion: 0.830
cp-end-kind: "primary output"
ctsLongestPathBuffers: 2
cts_buffers: 3
post-cts-setup-buffers: 0
syn-instance-count: 135
worstPathRequired_ns: 2.56
critical_path_arrival_ns: 1.25
largest_area_cell: "sky130_fd_sc_hd__dfrtp_1"
async_set_reset_flop_share_out_of_synthesis_pct: 100
antenna_violations_before_repair: 0
deepest_level_of_the_cts_h_tree: 1
timing.hold.worst.class: "reg2reg"
enable_flop_cells: 0
grt_setup_unrepaired: "no"
finalHoldViolCount: 0
static-leakage-power_nw: 0.648
distinct_cell_type_count_after_synthesis: 45
fmaxAchievable_mhz: 528
rows: 31
vias_in_the_first_global_route: 958
dpl.hpwl_microns: 1990
path_buffers: 1
drive_above_1_share_pct: 16.8
routed-via-count: 1002
worst_ir_drop_vdd_v: 0.000175
crit_path_cell_trace: "clkdlybuf4s50_1"
power_mw: 0.895
die.size.x_microns: 106
io_pins: 13
worst_skew_pair.late_latency_ns: 0.26
yosys-stat-cells: 135
critical-path-top-delay-family: "flip-flops"
coreArea_sq_mm: 0.00721
hold_buffers: 0
flip-flops by register name (all words and copies together) (netlist names):
register,cells
Baud_counter,15
STATE,4
reg_index,3
is_transmitted,1
tx_out,1
area by class of cell:
class / instances / area [sq um]
inverter: 3 / 11.3
multi-input combinational: 105 / 728
clock buffer: 4 / 55.1
tap: 99 / 124
fill: 794 / 5570
sequential: 24 / 603
timing repair buffer: 13 / 128
cell usage after synthesis, types with 2 or more instances:
| cell type | instances |
|---|---|
| sky130_fd_sc_hd__nand3_1 | 7 |
| sky130_fd_sc_hd__inv_1 | 3 |
| sky130_fd_sc_hd__o21ai_0 | 10 |
| sky130_fd_sc_hd__nor2_2 | 5 |
| sky130_fd_sc_hd__ha_1 | 2 |
| sky130_fd_sc_hd__and2b_2 | 2 |
| sky130_fd_sc_hd__xnor2_1 | 4 |
| sky130_fd_sc_hd__a21o_2 | 2 |
| sky130_fd_sc_hd__mux4_2 | 2 |
| sky130_fd_sc_hd__nand2_1 | 10 |
| sky130_fd_sc_hd__nor2_1 | 14 |
| sky130_fd_sc_hd__and3_1 | 2 |
| sky130_fd_sc_hd__dfstp_2 | 2 |
| sky130_fd_sc_hd__a22o_1 | 2 |
| sky130_fd_sc_hd__nand4_1 | 3 |
| sky130_fd_sc_hd__nor3_1 | 3 |
| sky130_fd_sc_hd__dfrtp_1 | 22 |
| sky130_fd_sc_hd__a21oi_1 | 6 |
| sky130_fd_sc_hd__xor2_1 | 7 |
| sky130_fd_sc_hd__mux2i_1 | 2 |
metal layers:
layer	wire length [microns]	share of wire, %	track usage [%]
met1	1360	50	6.92
met2	1230	45	7.33
met3	115	4.2	1.41
met4	17	0.62	0.387
met5	0	0	0
metrics by stage:
step | instances | hold WS (ns) | setup WS [ns]
after floorplan | 135 | 0.474 | 1.51
after global placement | 244 | 0.530 | 1.18
after detailed placement | 244 | 0.535 | 1.16
after CTS | 248 | 0.546 | 1.28
after global routing | 248 | 0.569 | 1.12
final | 248 | 0.546 | 1.31
power by group:
group / switching [mW] / internal, mW
Combinational: 0.107 / 0.147
Sequential: 0.0798 / 0.357
Clock: 0.0938 / 0.110
worst paths after layout:
path	startpoint	to	slack [ns]	cells after the start
setup / recovery	tx_out$_DFFE_PP1P_	tx_out	1.31	1
hold / removal	Baud_counter[0]$_DFF_PP0_	Baud_counter[0]$_DFF_PP0_	0.55	1
setup reg to reg	Baud_counter[11]$_DFF_PP0_	Baud_counter[1]$_DFF_PP0_	1.31	5
hold reg to reg	Baud_counter[0]$_DFF_PP0_	Baud_counter[0]$_DFF_PP0_	0.55	1
max in group asynchronous	reset	tx_out$_DFFE_PP1P_	2.17	3
min in group asynchronous	reset	Baud_counter[7]$_DFF_PP0_	0.74	3
kinds of logic after synthesis:
kind of cell    after synthesis  share of synthesized area [%]
buf+inv                       6                           2.92
mux                           5                           5.57
flops                        24                           44.0
xor+xnor                     11                           7.03
other cells                   1                          0.273
compound gates               33                           18.1
fa+ha+maj                     2                           1.82
simple gates                 53                           20.3
Power figures rest on the tool's default switching activity, not on a simulated workload.
